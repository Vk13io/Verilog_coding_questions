`flow/run.sh`:
```
#!/bin/bash
# OpenROAD 26Q1-2900-gdf79404cd8, Yosys 0.63+post, stock flow scripts
make -C /OpenROAD-flow-scripts/flow DESIGN_CONFIG=/design/flow/config.mk WORK_HOME=/design/flow/orfs finish
```
`flow/config.mk`:
```
export PLATFORM = sky130hd
export DESIGN_NAME = ram
export DESIGN_NICKNAME = ram
export VERILOG_FILES = /design/flow/design.v
export SDC_FILE = /design/flow/constraint.sdc
export NUM_CORES = 4
export LEC_CHECK = 1
export CORE_UTILIZATION = 30
```
`flow/constraint.sdc`:
```
current_design ram

set clk_period 2.8
set clk_io_pct 0.2

create_clock -name clk0 -period $clk_period [get_ports {clk_read}]
create_clock -name clk1 -period $clk_period [get_ports {clk_write}]

set non_clock_inputs [all_inputs -no_clocks]
set_input_delay [expr $clk_period * $clk_io_pct] -clock clk0 $non_clock_inputs
set_output_delay [expr $clk_period * $clk_io_pct] -clock clk0 [all_outputs]
```
`flow/design.v`:
```
module ram (clk_write, address_write,
  data_write, write_enable,
  clk_read, address_read, data_read);
  parameter D_WIDTH = 16;
  parameter A_WIDTH = 4;
  parameter A_MAX = 16;  
  input                clk_write;
  input  [A_WIDTH-1:0] address_write;
  input  [D_WIDTH-1:0] data_write;
  input                write_enable;
  input                clk_read;
  input  [A_WIDTH-1:0] address_read;
  output [D_WIDTH-1:0] data_read;
  reg    [D_WIDTH-1:0] data_read;
  reg [D_WIDTH-1:0] memory [A_MAX-1:0];
  always @(posedge clk_write) begin
    if (write_enable) begin
      memory[address_write] <= data_write;
    end
  end
  always @(posedge clk_read) begin
    data_read <= memory[address_read];
  end
endmodule
```
==> flow_metrics.tcl <==
# flow metrics
set metrics [dict create \
    top_area_share_pct 76.54 \
    ys_seq_share_pct 79.73 \
    fill_cells 2945 \
    cp.arrival_ns 2.05 \
    endpoint "memory[0][15]" \
    antenna_found_initial 0 \
    r2r_cells 3 \
    fin_util_pct 36.71 \
    rows 66 \
    core_mm2 0.03270 \
    dr.pass1.iters 4 \
    syn_to_final_growth_pct 19.53 \
    drt_iter0_drc 226 \
    syn_avg_cell_area_um2 23.25 \
    end_kind "flop" \
    yosys_warnings 1 \
    timing_max_transition_violations_final 0 \
    layout.cells.non_filler 969 \
    vias 4550 \
    via_per_inst 4.696 \
    reg2reg_to "data_read[10]" \
    core_util_floorplan_pct 30.71 \
    synthFlopType "edfxtp_1" \
    register_area_mm2 0.008008 \
    chipWidth_um 185.0 \
    worstPathMaxFanout 16 \
    grt_pass1_wl_mm 30.05 \
    yosys_area_mm2 0.01004 \
    ir_worst_vdd_mv 0.3611 \
    rrSetupSlack_ns 1.24 \
    place_inst 924 \
    num_antenna_cells 0 \
    totalWireLength_mm 20.18 \
    most_common_cell "edfxtp_1" \
    grtUsageTotal_pct 13.19 \
    clk_pin_slew_ns 0.07 \
    hold_viol 0 \
    numClockSinks 272 \
    netlist_instances 432 \
    cts_hold_buffers 0 \
    ant_nets 0 \
    hold_class "reg2reg" \
    ys.flops 272 \
    worstMarginPinSlew_ns 0.5920 \
    finalWeightedCongestion 0.7848 \
    rsz0062_at_grt "no" \
    status "completed" \
    yosys-stat-cells 432 \
    largest_area_cell "edfxtp_1" \
    routedWlPerCell_um 20.82 \
    route.detailed.drc 0 \
    syn-cell-area_mm2 0.01004 \
    logic_area_mm2 0.001962 \
    post_cts_resized 0 \
    synthTopCellsByCount "256 x edfxtp_1, 54 x mux4_2, 32 x a22oi_1" \
    required_ns 2.98 \
    start_kind "input port" \
    place_hpwl_mm 11.99 \
    warning_count 26 \
    drive_above_1_share_pct 25.81 \
    crit_start "write_enable" \
    worstSetupPathType "in2reg" \
    cts_tree "yes" \
    synth_cell_types 19 \
    setup_viol 0 \
    fp.dieH_um 185.0 \
    portBuffers 41 \
    dieArea_mm2 0.03421 \
    post-cts-setup-buffers 0 \
    leakagePower_nw 3.798 \
    async_flop_share_pct 0 \
    grt_overflow 0 \
    setup_tns_ns 0 \
    grt_max_degree 31 \
    synth-edff-count 256 \
    reg2reg_from "memory[0][10]" \
    slew_headroom_pct 60.41 \
    ios 43 \
    whs_ns 0.8944 \
    cap_violations 0 \
    fin_total_pwr_mw 8.345 \
    powerDensity_mw_per_mm2 695.1 \
    area_leaders "edfxtp_1 77%, mux4_2 12%, dfxtp_1 3.2%" \
    grt_pass1_vias 5080 \
    hp-start "memory[14][1]" \
]
==> worst min-delay path by stage <==
| stage | to | slack (ns) | cells after the start |
|---|---|---|---|
| CTS | data_read[1] | 0.91 | 3 |
| global route | data_read[14] | 0.94 | 3 |
| finish | data_read[1] | 0.89 | 3 |
==> flip-flops by register name (all words and copies together) (netlist names) <==
name / flops
memory: 256
data_read: 16
==> power by group <==
group / switching [mW] / internal (mW) / total (mW)
Sequential: 0.0259 / 4.55 / 4.58
Combinational: 0.219 / 0.217 / 0.436
Clock: 1.40 / 1.93 / 3.33
Total: 1.64 / 6.70 / 8.35
==> cell families after synthesis <==
family | Yosys count | synth area share [%]
simple gates | 43 | 1.918
flops | 272 | 79.73
buf+inv | 21 | 1.233
compound gates | 32 | 2.392
mux | 64 | 14.73
==> metal layers <==
| layer | vias up | routed length [um] | global-route usage, % | share of wire (%) |
|---|---|---|---|---|
| met4 | 0 | 459 | 2.645 | 2.3 |
| met3 | 35 | 3120 | 9.880 | 15 |
| met1 | 2244 | 6709 | 14.36 | 33 |
| li1 | 1994 | - | - | - |
| met2 | 277 | 9888 | 20.80 | 49 |
| met5 | - | 0 | 0 | 0 |
==> worst max-delay path: stages <==
cell	delay [ns]
clkdlybuf4s50_1	0.51
or3b_2	0.54
nor3_2	0.14
buf_4	0.29
==> cell type report <==
cell class	instances	area share, %
flip-flops and latches	272	66.70
multi-input cells	139	16.34
clock buffers	36	6.170
repair buffers	71	5.649
well taps	442	4.607
clock inverters	9	0.5315
==> layout by cell type (no fill, tap or decap), types with 4 or more instances in the layout <==
cell type          n
buf_4             27
clkbuf_1           7
a22oi_1           32
clkdlybuf4s50_1   39
nor3_2             4
buf_12             4
dfxtp_1           16
mux4_1            10
clkbuf_16         28
clkinv_1           5
mux4_2            54
nor2_2            12
nand2_1           17
edfxtp_1         256
==> through the flow <==
step                      setup WS, ns  cell area [um^2]
after floorplan                 0.1849             10040
after global placement          0.4580             11200
after detailed placement        0.4164             11200
after CTS                       0.9264             12010
after global routing            0.8704             12010
final                           0.9388             12010
Power figures rest on the tool's default switching activity, not on a simulated workload.
