$ cat ./design.v
module prio_enco_8x3(d_out, d_in);
   output [2:0] d_out;
   input [7:0] d_in ;
assign d_out = (d_in[7] ==1'b1 ) ? 3'b111:
               (d_in[6] ==1'b1 ) ? 3'b110:
               (d_in[5] ==1'b1 ) ? 3'b101:
               (d_in[4] ==1'b1) ? 3'b100:
               (d_in[3] ==1'b1) ? 3'b011:
               (d_in[2] ==1'b1) ? 3'b010:
               (d_in[1] ==1'b1) ? 3'b001:
               (d_in[0] ==1'b1) ? 3'b000: 3'bxxx;
endmodule
$ cat ./run.sh
#!/bin/bash
# OpenROAD 26Q1-2900-gdf79404cd8, Yosys 0.63+post, stock flow scripts
make -C /OpenROAD-flow-scripts/flow DESIGN_CONFIG=/design/flow/config.mk WORK_HOME=/design/flow/orfs finish
$ cat ./config.mk
export PLATFORM = sky130hd
export DESIGN_NAME = prio_enco_8x3
export DESIGN_NICKNAME = prio_enco_8x3
export VERILOG_FILES = /design/flow/design.v
export SDC_FILE = /design/flow/constraint.sdc
export NUM_CORES = 4
export LEC_CHECK = 1
export CORE_AREA = 10 10 70 70
export DIE_AREA = 0 0 80 80
$ cat ./constraint.sdc
current_design prio_enco_8x3

set clk_period 1.2
set clk_io_pct 0.2

create_clock -name clk0 -period $clk_period

set non_clock_inputs [all_inputs -no_clocks]
set_input_delay [expr $clk_period * $clk_io_pct] -clock clk0 $non_clock_inputs
set_output_delay [expr $clk_period * $clk_io_pct] -clock clk0 [all_outputs]
==> results.ini <==
[yosys]
common_cells = a21oi_1, nand2_1, nor2_1
syn_area_um2 = 45.0
synth_cells = 10
area_leaders = a21oi_1, nand2_1, nor2_1
yosys_warnings = 0
top_area_share_pct = 22.2
yosys_cells = 10
seq_area_frac_synth_pct = 0
yosysUniqueCellTypes = 7
synth.avg_cell_area_um2 = 4.50
top_area_cell = a21oi_1
ys_chip_area_um2 = 45.0

[power]
powerDensity_nw_per_um2 = 182
p_switching_uw = 13.6
combPwrFrac_pct = 100.0
p_int_uw = 22.3
power_frac_clock_pct = 0
leakage_uw = 0.0000790
seqPwrFrac_pct = 0
swShare_pct = 37.8
max-vdd-ir-drop_mv = 0.0171

[layout]
num-clock-buffers = 0
area_delta_synth_final_pct = 339
flop-count = 0
regArea_um2 = 0
logic_area_um2 = 40.0
fillCellCount = 415
final_core_util_pct = 5.79
drive_gt1_share_pct = 23.8
fin_cells = 67

[die]
core.rowCount = 21
dieHeight_um = 80
io_pins = 11
core_um2 = 3420
fp_util_pct = 1.32
die-area_um2 = 6400
die_w_um = 80

[sta]
timing.fmax_mhz = 877
period_used_pct = 95.0
rsz0062_at_grt = yes
slew_headroom_pct = 87.3
slew_viol_final = 0
period_needed_ps = 1140
tightestPinTransition_ps = 189
finalHoldViolCount = 0
finalSetupViolCount = 0

[global_routing]
grt_pass1_wl_um = 407
grt_util_all_layers_pct = 0.739
antenna_found_initial = 0
grt_pass1_vias = 102
gr-total-overflow = 0
grt_max_degree = 4

[drt]
n_antenna_cell = 0
vias = 110
drc = 0
drtPass1Iterations = 3
wl_per_cell_um = 4.63
ant_nets = 0
drt_iter0_drc = 3
wirelength_um = 310
viasPerCell = 1.64

[flow_run]
log.warning_count = 35
drv_cap = 0

[critical_path]
cp_data_required_time_ps = 960
critPathMaxFanout = 2
cp-end-kind = primary output
crit_arrival_ps = 900
start_kind = primary input
worstSetupPathType = in -> out

[place]
dp.cells = 66
io_buffers = 10
gp_congestion = 0.801
dp_hpwl_um = 254

[outcome]
status = finished clean

[cts]
ctsHoldBuffers = 0

[hold_path]
hold_path_depth = 4
min_path_type = in -> out

==> per-stage QoR <==
| step | hold slack (ps) | cell area (um^2) | total power, uW | setup WS [ps] | setup TNS, ps |
|---|---|---|---|---|---|
| final | 782 | 198 | 35.9 | 59.8 | 0 |
| after CTS | 996 | 193 | 34.8 | -210 | -346 |
| after floorplan | 514 | 45.0 | 7.48 | 492 | 0 |
| after global placement | 1450 | 203 | 43.4 | -495 | -1310 |
| after global routing | 834 | 198 | 40.3 | -12.6 | -12.6 |
| after detailed placement | 1460 | 203 | 44.2 | -518 | -1370 |
==> cell usage in the layout, fill, tap and decap left out, drive strengths merged <==
cell type / n
a21oi: 2
buf: 2
clkbuf: 2
clkdlybuf4s15: 1
clkinv: 1
dlygate4sd2: 4
dlymetal6s2s: 2
inv: 1
nand2: 2
nor2: 2
o21ai: 1
o31ai: 1
==> cell families (layout without fill, tap and decap cells) <==
group | Yosys count | in the layout | share of synthesized area (%)
compound gates | 4 | 4 | 50.0
buf+inv | 2 | 13 | 16.7
simple gates | 4 | 4 | 33.3
==> worst max-delay path, stage by stage <==
cell	delay, ps
dlygate4sd2_1	250
nor2_1	130
buf_4	120
nand2_1	40
dlymetal6s2s_1	120
==> area by class of cell <==
type               instances  share of cell area [%]
well taps                 46                    29.1
repair buffers            11                    46.8
inverters                  2                    3.80
multi-input cells          8                    20.3
==> power by group through the flow <==
stage / registers, uW / logic [uW] / clock network (uW)
final: 0 / 35.9 / 0
after global routing: 0 / 40.3 / 0
after CTS: 0 / 34.8 / 0
==> final timing paths <==
| check | from | end | slack, ps |
|---|---|---|---|
| setup / recovery | d_in[4] | d_out[2] | 60 |
| hold / removal | d_in[2] | d_out[1] | 780 |
==> what timing repair did <==
| item | 4_1_cts | 5_1_grt |
|---|---|---|
| resized | 9 | 11 |
| endpoints found under the setup margin | 3 | 3 |
| buffers inserted | 1 | 1 |
| pin swaps | 3 | 4 |
==> layer usage <==
layer  share of wire [%]  up-vias  global-route usage, %  wire (um)
met5                   0        -                      0          0
met4                   0        0                      0          0
met3                  26        0                  0.795         82
met2                  17       10                  0.803         52
met1                  56       44                  0.989        175
li1                    -       56                      -          -
No activity file was given, so power comes from the tool's default toggle rates.
