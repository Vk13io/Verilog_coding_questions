**/design/flow/config.mk**
```make
export PLATFORM = sky130hd
export DESIGN_NAME = seq_det
export DESIGN_NICKNAME = seq_det
export VERILOG_FILES = /design/flow/design.v
export SDC_FILE = /design/flow/constraint.sdc
export NUM_CORES = 4
export LEC_CHECK = 1
export CORE_UTILIZATION = 40
```
**/design/flow/constraint.sdc**
```tcl
current_design seq_det

set clk_period 8.2
set clk_io_pct 0.2

create_clock -name clk0 -period $clk_period [get_ports {clk}]

set non_clock_inputs [all_inputs -no_clocks]
set_input_delay [expr $clk_period * $clk_io_pct] -clock clk0 $non_clock_inputs
set_output_delay [expr $clk_period * $clk_io_pct] -clock clk0 [all_outputs]
```
**/design/flow/design.v**
```verilog
module seq_det(
    input clk, rst,
    output reg [7:0] seq_out
);
    reg [7:0] mem [0:14];  
    reg [3:0] i;  
    always @(posedge clk or posedge rst) begin
        if (rst) begin
            mem[0] <= 0; 
            mem[1] <= 1; 
            mem[2] <= 1; 
            mem[3] <= 2; 
            mem[4] <= 2;
            seq_out <= 0;
            i <= 5;  
        end 
        else begin
            if (i < 15) begin
                mem[i] <= mem[i-2] + mem[i-3];  
                seq_out <= mem[i-1]; 
                i <= i + 1;  
            end
        end
    end
endmodule
```
**/design/flow/run.sh**
```bash
#!/bin/bash
# OpenROAD 26Q1-2900-gdf79404cd8, Yosys 0.63+post, stock flow scripts
make -C /OpenROAD-flow-scripts/flow DESIGN_CONFIG=/design/flow/config.mk WORK_HOME=/design/flow/orfs finish
```
==> run notes <==
The run finished with clean final reports. In the synthesized netlist, the number of instances is 789. The maximum number of pins on one net before global-route repair is 50, and the time the worst path needs with I/O delays and setup is 5794 ps. The library cell occupying the most area in the post-synthesis netlist is edfxtp_1. Per the timing report, the most critical flop-to-flop path originates at i[2]. Leakage power total: 3.323 nW.

For this design, Yosys synthesis ends with a cell count of 789. Relative contribution of the clock network to total power: 53.3%. The root buffer selected by CTS is clkbuf_16. Routing resource usage on met3 recorded by global route was 13.85%. With the overall die height at 141.6 µm, the number of buffers inserted by post-CTS setup repair is 0. The maximum fanout count along the critical path came out at 18. Per the post-CTS timing run, clock transition at the registers of the reported paths is 60 ps.

The core region is 0.01889 mm². The tree built by TritonCTS fans out to 132 sinks. The endpoint identified for the worst register-to-register timing path is mem[8][7].

STA reports the tightest min-delay check as being of type reg2reg. Once synthesis finished, the tally of register bits stood at 132. The tools report the worst endpoint required time as 8300 ps. Per the post-synthesis stats, the area per cell is 9.886 µm². In the final report, the number of hold violations comes to 0. The routed layout has 7068 vias.

The internal power is 0.001218 W. Of the total power, registers draw 46.1%. The run gives 29.62 µm for the wire length per cell.

The tools report the part of the total power dissipated in combinational logic as 0.7%. After global routing the overflow that remains totals 0. Post-cts hold-fix buffer tally: 0.

The critical path ends at mem[8][7]. The clock arrives with 12.08 ps of skew. Per the OpenROAD power report, switching power amounts to 0.0003037 W. Note, the detailed placer reported a final HPWL of 21310 µm.

The maximum resistive drop on vdd is 0.1822 mV. By area the synthesized netlist is led by edfxtp_1 31%, dfrtp_1 15%, a22oi_1 7.3%. From synthesis to final layout, the design area changed by 12.16%. The worst setup path is launched from a flip-flop. Across all stage logs, warnings added up to 33. The netlist uses 68 different library cells.

The worst register-to-register path depth is 16. The die covers 0.02006 mm². The later pin in the worst-skew pair is clocked with a latency of 420 ps.

In this run the deepest clock path goes through 2 buffers. The share of synthesized registers carrying an async set or reset works out to 39.39%. Setup repair after global routing left no endpoint under its margin.

For this run, the detailed router's first-pass iteration total came to 7. TritonCTS built the clock tree. The run gives 0 for the DRC violation count after routing. The final critical path takes up 70.66% of the cycle. After routing, the total negative slack on setup checks comes to 0 ps.

Measured along the x axis, the die boundary spans 141.6 µm. CTS added clock buffers totalling 17. The top achievable clock speed came out at 0.1726 GHz. For this configuration, the core starts out at a cell density of 41.28%. The number of maximum-capacitance violations recorded for the run is 0.

According to the I/O placement log, the pin count is 10. The run gives 1032 ps for the transition at the pin with the smallest max-transition slack. Ranking logic cells in the layout by count gives the top entries 101 x nand2_1, 80 x edfxtp_1, 76 x a22oi_1, 46 x dfrtp_1. Before any placement, the netlist area is recorded as 0.007800 mm². Total global-route track usage over all layers is 33.53%. Area of all placed cells without fillers: 0.008748 mm².

In this run the most used layer during global routing was met1. The synthesized design contains 80 enable-type register cells. For the initial antenna violation count, the log shows 1. The level count of the clock H-tree was 4; the count of nets left with antenna violations after detail routing was 0. The first global-routing pass estimated 46160 µm of wire.

For reference, the final report shows the max-slew violation count at 0. The buffer_ports step reported a buffer count of 9. For the slack of the worst reg-to-reg path, the log shows 2410 ps. The switching portion of total power is 19.96%, and the violation count after the first detailed-routing iteration is 1126. Per the synth stats, the flop cell with the highest instance count is edfxtp_1. For met1 alone, demand over resource in global routing was 54.14%. The area share of the largest cell type after synthesis was 30.80%; the critical path arrival was 5890 ps.

The launch point of the critical path was reported as i[2]. Yosys reports a chip area of 0.007800 mm². The power density normalized to cell area was 174.0 mW/mm². In the final layout, the share of cells above drive strength 1 is 9.719%. After floorplanning, the core was divided into 50 placement rows. The logs give 30.30% for the worst-case headroom to the max-slew limit and 47.58% for the sequential fraction of the synthesis area. The post-detailed-placement cell area came out at 0.008118 mm².

Once the clock tree was built, the resizer swapped 0 gates to a different size. For this run, the final setup violation count is recorded as 0. STA classifies the critical path endpoint as a flip-flop. The warning tally printed by Yosys for this design is 2. The critical path is of the reg2reg type.

The run gives 6821 as the number of global-route vias before repair. With the final weighted congestion in routability-driven placement at 0.9888, the met2 layer usage reported by global route is 43.97%. The average vias per placed instance was 6.777; the final wirelength was 30890 µm. Most common library cell in the layout ignoring fill and taps: nand2_1.
[cell type report]
cell class | instances | area, µm²
clock inverter | 13 | 195.2
timing repair buffer | 26 | 217.7
fill | 1747 | 10140
sequential | 132 | 3711
antenna | 1 | 2.502
inverter | 20 | 75.07
clock buffer | 19 | 432.9
multi-input combinational | 572 | 3789
tap | 260 | 325.3
[per-layer routing]
metal  up-vias  wire [µm]  share of wire (%)
li1       3025          -                  -
met1      3474      13630                 44
met2       515      12430                 40
met3        54       4125                 13
met4         0        709                2.3
met5         -          0                  0
[sequential cells by signal, summed over array words and instances, names as in the netlist]
signal	flops
i	4
mem	120
seq_out	8
[Yosys cell counts, drive strengths merged (8+ instances only)]
cell type	count
nand2	102
edfxtp	80
a22oi	76
clkbuf	56
dfrtp	46
o21ai	42
a21oi	40
nor2	39
and3	27
nand3	25
a222oi	23
a221oi	20
inv	20
and2	18
ha	17
a22o	14
nand4	12
mux2	9
buf	8
nor3	8
xnor2	8
[worst min-delay path by stage]
stage	from	to	slack, ps	cells past startpoint
after global routing	seq_out[3]	seq_out[3]	530	1
after CTS	seq_out[3]	seq_out[3]	520	1
final	seq_out[7]	seq_out[7]	510	1
[cell families (layout without fill, tap and decap cells)]
group	after synthesis	count (layout)	share of synthesized area (%)
xor gates and xnor gates	13	13	1.460
adders and majority gates	18	18	2.984
AOI/OAI and AO/OA	268	268	25.17
other	0	1	0
and+or+nand+nor	257	257	16.09
buffers and inverters	85	78	4.203
DFF	132	132	47.58
muxes	16	16	2.518
[stage by stage]
stage	setup slack (ps)	power, W	std cells	hold WS, ps	util, %
2_1_floorplan	3759	0.0007186	789	455.6	-
3_3_place_gp	2731	0.0007243	1010	495.7	42.97
3_5_place_dp	2637	0.0007247	1010	503.8	42.97
4_1_cts	2677	0.001534	1042	517.2	46.29
5_1_grt	2179	0.001562	1042	532.2	46.29
6_report	2406	0.001522	1043	514.3	46.30
[power by group through the flow]
| stage | Clock [W] | Sequential [W] | Combinational [W] |
|---|---|---|---|
| CTS | 0.000823 | 0.000701 | 0.0000103 |
| global route | 0.000850 | 0.000701 | 0.0000114 |
| finish | 0.000811 | 0.000701 | 0.00000993 |
[worst max-delay path, stage by stage (launching register included)]
cell and delay, ps:
dfstp_2 740, inv_1 250, ha_1 290, nand2_1 230, nand2_1 140, o32a_1 360
nor2b_1 640, a222oi_1 210, and3_1 270, a31oi_1 200, ha_1 260, a21o_1 180
a21oi_1 220, o21bai_1 90, a21oi_1 330, o21ai_1 260, xnor2_1 770
No activity file was given, so power comes from the tool's default toggle rates.
